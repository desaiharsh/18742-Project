`design/flow/config.mk`:
```
export PLATFORM = sky130hd
export DESIGN_NAME = shift_39
export DESIGN_NICKNAME = shift_39
export VERILOG_FILES = /design/flow/design.v
export SDC_FILE = /design/flow/constraint.sdc
export NUM_CORES = 4
export LEC_CHECK = 1
export CORE_UTILIZATION = 30
```
`design/flow/constraint.sdc`:
```
current_design shift_39

set clk_period 1.0
set clk_io_pct 0.2

create_clock -name clk0 -period $clk_period [get_ports {clk}]

set non_clock_inputs [all_inputs -no_clocks]
set_input_delay [expr $clk_period * $clk_io_pct] -clock clk0 $non_clock_inputs
set_output_delay [expr $clk_period * $clk_io_pct] -clock clk0 [all_outputs]
```
`design/flow/run.sh`:
```
#!/bin/bash
# OpenROAD 26Q1-2900-gdf79404cd8, Yosys 0.63+post, stock flow scripts
make -C /OpenROAD-flow-scripts/flow DESIGN_CONFIG=/design/flow/config.mk WORK_HOME=/design/flow/orfs finish
```
`design/flow/design.v`:
```
module shift_39
(
  input clk,
  input reset,
  input signed [38:0] data_in,
  output signed [38:0] data_out
);
parameter IMAGE_WIDTH = 28;
parameter KERNEL_WIDTH = 5;
parameter D = IMAGE_WIDTH - KERNEL_WIDTH;
reg [D-1:0] hr_0;
reg [D-1:0] hr_1;
reg [D-1:0] hr_2;
reg [D-1:0] hr_3;
reg [D-1:0] hr_4;
reg [D-1:0] hr_5;
reg [D-1:0] hr_6;
reg [D-1:0] hr_7;
reg [D-1:0] hr_8;
reg [D-1:0] hr_9;
reg [D-1:0] hr_10;
reg [D-1:0] hr_11;
reg [D-1:0] hr_12;
reg [D-1:0] hr_13;
reg [D-1:0] hr_14;
reg [D-1:0] hr_15;
reg [D-1:0] hr_16;
reg [D-1:0] hr_17;
reg [D-1:0] hr_18;
reg [D-1:0] hr_19;
reg [D-1:0] hr_20;
reg [D-1:0] hr_21;
reg [D-1:0] hr_22;
reg [D-1:0] hr_23;
reg [D-1:0] hr_24;
reg [D-1:0] hr_25;
reg [D-1:0] hr_26;
reg [D-1:0] hr_27;
reg [D-1:0] hr_28;
reg [D-1:0] hr_29;
reg [D-1:0] hr_30;
reg [D-1:0] hr_31;
reg [D-1:0] hr_32;
reg [D-1:0] hr_33;
reg [D-1:0] hr_34;
reg [D-1:0] hr_35;
reg [D-1:0] hr_36;
reg [D-1:0] hr_37;
reg [D-1:0] hr_38;
always @ (posedge clk or posedge reset) begin
  if (reset) begin
    hr_0 <= 0;
    hr_1 <= 0;
    hr_2 <= 0;
    hr_3 <= 0;
    hr_4 <= 0;
    hr_5 <= 0;
    hr_6 <= 0;
    hr_7 <= 0;
    hr_8 <= 0;
    hr_9 <= 0;
    hr_10 <= 0;
    hr_11 <= 0;
    hr_12 <= 0;
    hr_13 <= 0;
    hr_14 <= 0;
    hr_15 <= 0;
    hr_16 <= 0;
    hr_17 <= 0;
    hr_18 <= 0;
    hr_19 <= 0;
    hr_20 <= 0;
    hr_21 <= 0;
    hr_22 <= 0;
    hr_23 <= 0;
    hr_24 <= 0;
    hr_25 <= 0;
    hr_26 <= 0;
    hr_27 <= 0;
    hr_28 <= 0;
    hr_29 <= 0;
    hr_30 <= 0;
    hr_31 <= 0;
    hr_32 <= 0;
    hr_33 <= 0;
    hr_34 <= 0;
    hr_35 <= 0;
    hr_36 <= 0;
    hr_37 <= 0;
    hr_38 <= 0;
  end else begin
    hr_0 [D-1:0] <= {hr_0[D-2:0], data_in[0]};
    hr_1 [D-1:0] <= {hr_1[D-2:0], data_in[1]};
    hr_2 [D-1:0] <= {hr_2[D-2:0], data_in[2]};
    hr_3 [D-1:0] <= {hr_3[D-2:0], data_in[3]};
    hr_4 [D-1:0] <= {hr_4[D-2:0], data_in[4]};
    hr_5 [D-1:0] <= {hr_5[D-2:0], data_in[5]};
    hr_6 [D-1:0] <= {hr_6[D-2:0], data_in[6]};
    hr_7 [D-1:0] <= {hr_7[D-2:0], data_in[7]};
    hr_8 [D-1:0] <= {hr_8[D-2:0], data_in[8]};
    hr_9 [D-1:0] <= {hr_9[D-2:0], data_in[9]};
    hr_10 [D-1:0] <= {hr_10[D-2:0], data_in[10]};
    hr_11 [D-1:0] <= {hr_11[D-2:0], data_in[11]};
    hr_12 [D-1:0] <= {hr_12[D-2:0], data_in[12]};
    hr_13 [D-1:0] <= {hr_13[D-2:0], data_in[13]};
    hr_14 [D-1:0] <= {hr_14[D-2:0], data_in[14]};
    hr_15 [D-1:0] <= {hr_15[D-2:0], data_in[15]};
    hr_16 [D-1:0] <= {hr_16[D-2:0], data_in[16]};
    hr_17 [D-1:0] <= {hr_17[D-2:0], data_in[17]};
    hr_18 [D-1:0] <= {hr_18[D-2:0], data_in[18]};
    hr_19 [D-1:0] <= {hr_19[D-2:0], data_in[19]};
    hr_20 [D-1:0] <= {hr_20[D-2:0], data_in[20]};
    hr_21 [D-1:0] <= {hr_21[D-2:0], data_in[21]};
    hr_22 [D-1:0] <= {hr_22[D-2:0], data_in[22]};
    hr_23 [D-1:0] <= {hr_23[D-2:0], data_in[23]};
    hr_24 [D-1:0] <= {hr_24[D-2:0], data_in[24]};
    hr_25 [D-1:0] <= {hr_25[D-2:0], data_in[25]};
    hr_26 [D-1:0] <= {hr_26[D-2:0], data_in[26]};
    hr_27 [D-1:0] <= {hr_27[D-2:0], data_in[27]};
    hr_28 [D-1:0] <= {hr_28[D-2:0], data_in[28]};
    hr_29 [D-1:0] <= {hr_29[D-2:0], data_in[29]};
    hr_30 [D-1:0] <= {hr_30[D-2:0], data_in[30]};
    hr_31 [D-1:0] <= {hr_31[D-2:0], data_in[31]};
    hr_32 [D-1:0] <= {hr_32[D-2:0], data_in[32]};
    hr_33 [D-1:0] <= {hr_33[D-2:0], data_in[33]};
    hr_34 [D-1:0] <= {hr_34[D-2:0], data_in[34]};
    hr_35 [D-1:0] <= {hr_35[D-2:0], data_in[35]};
    hr_36 [D-1:0] <= {hr_36[D-2:0], data_in[36]};
    hr_37 [D-1:0] <= {hr_37[D-2:0], data_in[37]};
    hr_38 [D-1:0] <= {hr_38[D-2:0], data_in[38]};
  end
end
assign data_out[0] = hr_0[D-1];
assign data_out[1] = hr_1[D-1];
assign data_out[2] = hr_2[D-1];
assign data_out[3] = hr_3[D-1];
assign data_out[4] = hr_4[D-1];
assign data_out[5] = hr_5[D-1];
assign data_out[6] = hr_6[D-1];
assign data_out[7] = hr_7[D-1];
assign data_out[8] = hr_8[D-1];
assign data_out[9] = hr_9[D-1];
assign data_out[10] = hr_10[D-1];
assign data_out[11] = hr_11[D-1];
assign data_out[12] = hr_12[D-1];
assign data_out[13] = hr_13[D-1];
assign data_out[14] = hr_14[D-1];
assign data_out[15] = hr_15[D-1];
assign data_out[16] = hr_16[D-1];
assign data_out[17] = hr_17[D-1];
assign data_out[18] = hr_18[D-1];
assign data_out[19] = hr_19[D-1];
assign data_out[20] = hr_20[D-1];
assign data_out[21] = hr_21[D-1];
assign data_out[22] = hr_22[D-1];
assign data_out[23] = hr_23[D-1];
assign data_out[24] = hr_24[D-1];
assign data_out[25] = hr_25[D-1];
assign data_out[26] = hr_26[D-1];
assign data_out[27] = hr_27[D-1];
assign data_out[28] = hr_28[D-1];
assign data_out[29] = hr_29[D-1];
assign data_out[30] = hr_30[D-1];
assign data_out[31] = hr_31[D-1];
assign data_out[32] = hr_32[D-1];
assign data_out[33] = hr_33[D-1];
assign data_out[34] = hr_34[D-1];
assign data_out[35] = hr_35[D-1];
assign data_out[36] = hr_36[D-1];
assign data_out[37] = hr_37[D-1];
assign data_out[38] = hr_38[D-1];
endmodule
```
==> flow_summary_export.csv <==
group,metric,value,unit
outcome,status,"complete, but fails checks",
outcome,violations,"negative setup slack",
drt,routed-via-count,7388,
setup_path,crit_fanout,1,
global_route,grt.total_usage,0.0657,
sta,finalSetupViolations,39,
cells_and_area,comb_cells,0,
drt,avgRoutedWirePerCell,10.2,microns
cells_and_area,area_growth,23.7,%
power,seq_power_share,0.541,
setup_path,crit_buf_inv,1,
sta,setup_ws,-281,ps
synth,ff_type,"dfrtp_1",
synth,yosysTopAreaCell,"dfrtp_1",
die,fp_util,0.304,
global_route,antenna_found_initial,0,
power,power_density,2530,nW/um^2
power,combPwrFrac,0.018,
die,num_rows,100,
clock_tree,clk_pin_slew,60,ps
clock_tree,cts_made_buffers,85,
flow_run,maxCapViolCount,0,
setup_path,cp_cell_sequence,"buf_2",
synth,yosysSeqAreaShare,0.987,
sta,tightest_slew,305,ps
synth,avgSynthCellArea,24.3,sq um
die,die_w,277,microns
sta,drv_slew,0,
flow_run,warnings,28,
sta,period_needed,1280,ps
drt,wl,22200,microns
die,design.core.area,74700,sq um
synth,netlist_area,22700,sq um
clock_tree,cts_tree,"built",
synth,synth_cell_type_count,3,
drt,antenna_cells,0,
cells_and_area,final_core_util,0.377,
sta,finalHoldViolCount,0,
die,die_h,277,microns
power,p_leak,12.7,nW
power,p_total,71.3,mW
power,p_sw,13.6,mW
sta,skew,13.4,ps
clock_tree,cts_root_buf,"clkbuf_16",
sta,rsz0062_at_grt,"yes",
sta,final.setup.tns,-10170,ps
setup_path,cp.required,800,ps
setup_path,cp-start-kind,"flop",
drt,viasPerCell,3.38,
sta,finalClockPeriodUsage,1.28,
synth,synthTopCellsByArea,"dfrtp_1 99%, buf_4 1.3%, inv_1 0.017%",
power,ir_drop,1140,uV
synth,synth-seq-cells,897,
setup_path,slowest_stage,"dfrtp_1",
clock_tree,clk_latency,600,ps
sta,whs,52.0,ps
power,p_int,57.6,mW
global_route,grt_pass1_wl,40800,microns
setup_path,critical_path.top_delay_family,"flip-flops",
place,place.gp.congestion,0.669,
place,place_hpwl,11900,microns
clock_tree,postCtsSetupBuffers,0,
setup_path,worstSetupPathType,"flop to output pin",
clock_tree,ctsHtreeMaxLevel,3,
synth,ys_top_cells_by_count,"897 x dfrtp_1, 39 x buf_4, 1 x inv_1",
drt,drtIter0Drc,261,
drt,dr.pass1.iters,4,
cells_and_area,drive_above_1_share,0.202,
global_route,grt_max_degree,63,
synth,synth-async-reset-ratio,1.00,
synth,yosys_cells,937,
sta,slew_headroom,0.797,
synth,synth_dominant_cell_count,"dfrtp_1",
setup_path,ff2ff_setup_slack,490,ps
setup_path,critPathMaxStageDelay,370,ps
hold_path,worstHoldPathType,"input pin to flop",
sta,fmax,781,MHz
setup_path,endpoint_kind,"output pin",
drt,drc_errors,0,
synth,yosys_warnings,1,
power,pwr-share-clk,0.441,
place,io_buffers,79,
clock_tree,clock_path_buffers,3,
synth,ys_area,22700,sq um
drt,ant_nets,0,
global_route,grt_overflow_total,0,
clock_tree,cts_num_sinks,897,
die,io_pins,80,
synth,edf_count,0,
global_route,first_global_vias,8271,
power,switching_share,0.191,
synth,synthCells,937,
cells_and_area,mi_logic_area,0,sq um
synth,synth_top_area_share,0.987,
cells_and_area,n_fill_cell,6535,
die,chipArea,76900,sq um
setup_path,arrival,1080,ps
per-stage QoR:
stage          cells  instance area, sq um  setup slack [ps]
2_1_floorplan    937                 22700            -11540
3_3_place_gp    2013                 25300              -232
3_5_place_dp    2013                 25300              -202
4_1_cts         2185                 28100              -352
5_1_grt         2185                 28100              -343
6_report        2185                 28100              -281
per-layer routing:
metal | vias up | part of all wire | wire, microns | track usage
met5 | - | 0 | 0 | 0
met2 | 148 | 0.44 | 9770 | 0.0887
met3 | 51 | 0.062 | 1370 | 0.0189
met1 | 3882 | 0.46 | 10300 | 0.107
met4 | 0 | 0.036 | 801 | 0.0235
li1 | 3307 | - | - | -
area by class of cell:
type | count | area (sq um) | area share
Clock buffer | 118 | 2440 | 0.0868
Clock inverter | 36 | 415 | 0.0148
Sequential cell | 897 | 22400 | 0.798
Inverter | 1 | 7.51 | 0.000267
Tap cell | 969 | 1210 | 0.0431
Timing Repair Buffer | 164 | 1600 | 0.0570
path summary, 6_finish.rpt:
kind | depth (start not counted) | endpoint | startpoint
setup reg to reg | 0 | hr_19[12] | hr_19[11]
max in group asynchronous | 5 | hr_25[14] | reset
hold reg to reg | 0 | hr_36[11] | hr_36[10]
setup / recovery | 1 | data_out[7] | hr_7[22]
hold / removal | 1 | hr_26[0] | data_in[26]
min in group asynchronous | 4 | hr_15[12] | reset
power groups by stage:
| stage | Combinational [mW] | Sequential (mW) | Clock, mW |
|---|---|---|---|
| 4_1_cts | 1.37 | 38.6 | 32.7 |
| 5_1_grt | 1.49 | 38.7 | 34.3 |
| 6_report | 1.29 | 38.6 | 31.4 |
cells by family (layout without fill, tap and decap cells):
kind of cell | after synthesis | in the layout | share of synthesized area
DFF | 897 | 897 | 0.987
buffers and inverters | 40 | 319 | 0.0130
cell usage in the layout, fill, tap and decap left out:
master / synthesis / layout
dfrtp_1: 897 / 897
clkbuf_16: 0 / 86
buf_4: 39 / 41
clkdlybuf4s50_1: 0 / 40
buf_2: 0 / 39
buf_12: 0 / 26
clkinv_2: 0 / 19
dlygate4sd3_1: 0 / 18
clkbuf_8: 0 / 17
clkbuf_1: 0 / 15
bufinv_16: 0 / 7
clkinvlp_4: 0 / 3
clkinv_8: 0 / 3
inv_6: 0 / 3
clkinv_4: 0 / 1
inv_8: 0 / 1
repair_timing:
| action | in CTS | in global routing |
|---|---|---|
| setup endpoints to repair | 39 | 39 |
| pin swaps | 0 | 0 |
| hold endpoints to repair | 18 | 0 |
| gates resized | 120 | 0 |
| hold buffers | 18 | 0 |
Power is estimated from default activity; no workload was simulated.
