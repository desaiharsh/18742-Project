==> design.v <==
module shift_40
(
  input clk,
  input reset,
  input signed [39:0] data_in,
  output signed [39:0] data_out
);
parameter IMAGE_WIDTH = 28;
parameter KERNEL_WIDTH = 5;
parameter D = IMAGE_WIDTH - KERNEL_WIDTH;
reg [D-1:0] hr_0;
reg [D-1:0] hr_1;
reg [D-1:0] hr_2;
reg [D-1:0] hr_3;
reg [D-1:0] hr_4;
reg [D-1:0] hr_5;
reg [D-1:0] hr_6;
reg [D-1:0] hr_7;
reg [D-1:0] hr_8;
reg [D-1:0] hr_9;
reg [D-1:0] hr_10;
reg [D-1:0] hr_11;
reg [D-1:0] hr_12;
reg [D-1:0] hr_13;
reg [D-1:0] hr_14;
reg [D-1:0] hr_15;
reg [D-1:0] hr_16;
reg [D-1:0] hr_17;
reg [D-1:0] hr_18;
reg [D-1:0] hr_19;
reg [D-1:0] hr_20;
reg [D-1:0] hr_21;
reg [D-1:0] hr_22;
reg [D-1:0] hr_23;
reg [D-1:0] hr_24;
reg [D-1:0] hr_25;
reg [D-1:0] hr_26;
reg [D-1:0] hr_27;
reg [D-1:0] hr_28;
reg [D-1:0] hr_29;
reg [D-1:0] hr_30;
reg [D-1:0] hr_31;
reg [D-1:0] hr_32;
reg [D-1:0] hr_33;
reg [D-1:0] hr_34;
reg [D-1:0] hr_35;
reg [D-1:0] hr_36;
reg [D-1:0] hr_37;
reg [D-1:0] hr_38;
reg [D-1:0] hr_39;
always @ (posedge clk or posedge reset) begin
  if (reset) begin
    hr_0 <= 0;
    hr_1 <= 0;
    hr_2 <= 0;
    hr_3 <= 0;
    hr_4 <= 0;
    hr_5 <= 0;
    hr_6 <= 0;
    hr_7 <= 0;
    hr_8 <= 0;
    hr_9 <= 0;
    hr_10 <= 0;
    hr_11 <= 0;
    hr_12 <= 0;
    hr_13 <= 0;
    hr_14 <= 0;
    hr_15 <= 0;
    hr_16 <= 0;
    hr_17 <= 0;
    hr_18 <= 0;
    hr_19 <= 0;
    hr_20 <= 0;
    hr_21 <= 0;
    hr_22 <= 0;
    hr_23 <= 0;
    hr_24 <= 0;
    hr_25 <= 0;
    hr_26 <= 0;
    hr_27 <= 0;
    hr_28 <= 0;
    hr_29 <= 0;
    hr_30 <= 0;
    hr_31 <= 0;
    hr_32 <= 0;
    hr_33 <= 0;
    hr_34 <= 0;
    hr_35 <= 0;
    hr_36 <= 0;
    hr_37 <= 0;
    hr_38 <= 0;
    hr_39 <= 0;
  end else begin
    hr_0 [D-1:0] <= {hr_0[D-2:0], data_in[0]};
    hr_1 [D-1:0] <= {hr_1[D-2:0], data_in[1]};
    hr_2 [D-1:0] <= {hr_2[D-2:0], data_in[2]};
    hr_3 [D-1:0] <= {hr_3[D-2:0], data_in[3]};
    hr_4 [D-1:0] <= {hr_4[D-2:0], data_in[4]};
    hr_5 [D-1:0] <= {hr_5[D-2:0], data_in[5]};
    hr_6 [D-1:0] <= {hr_6[D-2:0], data_in[6]};
    hr_7 [D-1:0] <= {hr_7[D-2:0], data_in[7]};
    hr_8 [D-1:0] <= {hr_8[D-2:0], data_in[8]};
    hr_9 [D-1:0] <= {hr_9[D-2:0], data_in[9]};
    hr_10 [D-1:0] <= {hr_10[D-2:0], data_in[10]};
    hr_11 [D-1:0] <= {hr_11[D-2:0], data_in[11]};
    hr_12 [D-1:0] <= {hr_12[D-2:0], data_in[12]};
    hr_13 [D-1:0] <= {hr_13[D-2:0], data_in[13]};
    hr_14 [D-1:0] <= {hr_14[D-2:0], data_in[14]};
    hr_15 [D-1:0] <= {hr_15[D-2:0], data_in[15]};
    hr_16 [D-1:0] <= {hr_16[D-2:0], data_in[16]};
    hr_17 [D-1:0] <= {hr_17[D-2:0], data_in[17]};
    hr_18 [D-1:0] <= {hr_18[D-2:0], data_in[18]};
    hr_19 [D-1:0] <= {hr_19[D-2:0], data_in[19]};
    hr_20 [D-1:0] <= {hr_20[D-2:0], data_in[20]};
    hr_21 [D-1:0] <= {hr_21[D-2:0], data_in[21]};
    hr_22 [D-1:0] <= {hr_22[D-2:0], data_in[22]};
    hr_23 [D-1:0] <= {hr_23[D-2:0], data_in[23]};
    hr_24 [D-1:0] <= {hr_24[D-2:0], data_in[24]};
    hr_25 [D-1:0] <= {hr_25[D-2:0], data_in[25]};
    hr_26 [D-1:0] <= {hr_26[D-2:0], data_in[26]};
    hr_27 [D-1:0] <= {hr_27[D-2:0], data_in[27]};
    hr_28 [D-1:0] <= {hr_28[D-2:0], data_in[28]};
    hr_29 [D-1:0] <= {hr_29[D-2:0], data_in[29]};
    hr_30 [D-1:0] <= {hr_30[D-2:0], data_in[30]};
    hr_31 [D-1:0] <= {hr_31[D-2:0], data_in[31]};
    hr_32 [D-1:0] <= {hr_32[D-2:0], data_in[32]};
    hr_33 [D-1:0] <= {hr_33[D-2:0], data_in[33]};
    hr_34 [D-1:0] <= {hr_34[D-2:0], data_in[34]};
    hr_35 [D-1:0] <= {hr_35[D-2:0], data_in[35]};
    hr_36 [D-1:0] <= {hr_36[D-2:0], data_in[36]};
    hr_37 [D-1:0] <= {hr_37[D-2:0], data_in[37]};
    hr_38 [D-1:0] <= {hr_38[D-2:0], data_in[38]};
    hr_39 [D-1:0] <= {hr_39[D-2:0], data_in[39]};
  end
end
assign data_out[0] = hr_0[D-1];
assign data_out[1] = hr_1[D-1];
assign data_out[2] = hr_2[D-1];
assign data_out[3] = hr_3[D-1];
assign data_out[4] = hr_4[D-1];
assign data_out[5] = hr_5[D-1];
assign data_out[6] = hr_6[D-1];
assign data_out[7] = hr_7[D-1];
assign data_out[8] = hr_8[D-1];
assign data_out[9] = hr_9[D-1];
assign data_out[10] = hr_10[D-1];
assign data_out[11] = hr_11[D-1];
assign data_out[12] = hr_12[D-1];
assign data_out[13] = hr_13[D-1];
assign data_out[14] = hr_14[D-1];
assign data_out[15] = hr_15[D-1];
assign data_out[16] = hr_16[D-1];
assign data_out[17] = hr_17[D-1];
assign data_out[18] = hr_18[D-1];
assign data_out[19] = hr_19[D-1];
assign data_out[20] = hr_20[D-1];
assign data_out[21] = hr_21[D-1];
assign data_out[22] = hr_22[D-1];
assign data_out[23] = hr_23[D-1];
assign data_out[24] = hr_24[D-1];
assign data_out[25] = hr_25[D-1];
assign data_out[26] = hr_26[D-1];
assign data_out[27] = hr_27[D-1];
assign data_out[28] = hr_28[D-1];
assign data_out[29] = hr_29[D-1];
assign data_out[30] = hr_30[D-1];
assign data_out[31] = hr_31[D-1];
assign data_out[32] = hr_32[D-1];
assign data_out[33] = hr_33[D-1];
assign data_out[34] = hr_34[D-1];
assign data_out[35] = hr_35[D-1];
assign data_out[36] = hr_36[D-1];
assign data_out[37] = hr_37[D-1];
assign data_out[38] = hr_38[D-1];
assign data_out[39] = hr_39[D-1];
endmodule
==> run.sh <==
#!/bin/bash
# OpenROAD 26Q1-2900-gdf79404cd8, Yosys 0.63+post, stock flow scripts
make -C /OpenROAD-flow-scripts/flow DESIGN_CONFIG=/design/flow/config.mk WORK_HOME=/design/flow/orfs finish
==> config.mk <==
export PLATFORM = sky130hd
export DESIGN_NAME = shift_40
export DESIGN_NICKNAME = shift_40
export VERILOG_FILES = /design/flow/design.v
export SDC_FILE = /design/flow/constraint.sdc
export NUM_CORES = 4
export LEC_CHECK = 1
export CORE_UTILIZATION = 30
==> constraint.sdc <==
current_design shift_40

set clk_period 1.0
set clk_io_pct 0.2

create_clock -name clk0 -period $clk_period [get_ports {clk}]

set non_clock_inputs [all_inputs -no_clocks]
set_input_delay [expr $clk_period * $clk_io_pct] -clock clk0 $non_clock_inputs
set_output_delay [expr $clk_period * $clk_io_pct] -clock clk0 [all_outputs]
==> qor.yml <==
setup_path:
  timing.critical_path.max_delay_family: "flip-flops"
  timing.critical_path.to: "data_out[32]"
  rrSetupSlack_ns: 0.50
  end_kind: "output port"
  crit_slowest_cell: "dfrtp_1"
  crit_start: "hr_32[22]"
  path_class: "reg -> out"
  r2r.worst_path.cells: 0
  critPathBufInv: 1
  worst-path-max-fanout: 1
  regToRegEndpoint: "hr_22[14]"
  number_of_stages_on_the_worst_setup_path: 1
  crit_chain: "buf_2"
  slowest_delay_ns: 0.40
  critPathArrivalTime_ns: 1.13
  timing.critical_path.required_ns: 0.80
  start_kind: "flop"
  worstReg2RegStart: "hr_22[13]"
drt:
  drt-wirelength-per-cell_um: 10.5
  ant_nets: 0
  drt_pre_antenna_iters: 3
  drt_first_iter_violations: 282
  num_antenna_cells: 0
  route.vias.total: 7673
  routed_via_density: 3.37
  totalWireLength_um: 23900
  detail_route.drc_violations: 0
final_layout:
  combinational_gates: 0
  drive_gt1_share_pct: 19.1
  mi_logic_area_um2: 0
  final_cells: 2279
  growth_of_design_area_from_synthesis_to_finish_pct: 24.0
  layout.cells.most_common_list: "dfrtp_1, clkbuf_16, clkdlybuf4s50_1"
  num-fill-cells: 6717
  layout_top_cell_excl_fill_tap: "dfrtp_1"
  regArea_um2: 23000
yosys:
  yosysWarnings: 1
  ys_types: 3
  synth.ff_latch_count: 920
  post_synthesis_instance_area_um2: 23300
  synth-cells-yosys: 961
  synthCells: 961
  synth.yosys.seq_area_share_pct: 98.7
  ys_area_um2: 23300
  synth.avg_cell_area_um2: 24.3
outcome:
  failed_checks: "setup timing"
  run_status: "finished, violations left"
power:
  vdd_drop_max_uv: 1300
  power_leakage_uw: 0.0130
  pwr_density_cell_nw_per_um2: 2530
global_route:
  use_met1_pct: 11.1
  global_route.overflow_total: 0
  grt-busiest-layer: "met1"
  grt_max_degree: 50
  grtUsageTotal_pct: 6.85
  number_of_global_route_vias_before_repair: 8496
  grt_pass1_wl_um: 42700
  grt_use_met2_pct: 9.32
  grtUsageMet3_pct: 1.99
  grt_antenna_before_repair: 0
placed_design:
  finalWeightedCongestion: 0.709
  dp.final_hpwl_um: 12500
  post-place-cells: 2094
  port_buffers: 81
timing:
  final.hold.worst_slack_ns: 0.0454
  rsz0062_at_grt: "yes"
  worst_setup_slack_after_layout_ns: -0.332
  achievable-frequency_mhz: 751
  report.final.slew_viol_count: 0
  slew-limit-headroom_pct: 81.3
  setup_viol: 40
  share_of_the_clock_period_used_by_the_worst_path_after_layout_pct: 133
  skew_ns: 0.0119
  finalHoldViolCount: 0
  final.min_clock_period_ns: 1.33
  totalNegativeSetupSlack_ns: -10.87
  timing_worst_slew_pin_value_ns: 0.281
floorplanning:
  die_width_um: 281
  die_area_um2: 78900
  pin_count: 82
  placeableCoreArea_um2: 76500
  die_height_um: 281
  fp-row-count: 101
  core_util_floorplan_pct: 30.5
clock_network:
  numCtsBuffers: 88
  cts-root-to-sink-buffers: 3
  cts_tree: "built"
  cts_max_level: 3
  cts.sinks: 920
  cts_root_buf: "clkbuf_16"
  cts.reportedPaths.clkPinSlew_ns: 0.06
  clock.latency.late_pin_ns: 0.61
min_path:
  hp-class: "in -> reg"
flow_run:
  openroad.warnings: 28
  drv_cap: 0
power breakdown:
| part | internal, uW | switching (uW) | leakage, uW | total, uW |
|---|---|---|---|---|
| Clock | 19400 | 12900 | 0.00143 | 32300 |
| Combinational | 554 | 777 | 0.000848 | 1330 |
| Sequential | 39100 | 455 | 0.0107 | 39600 |
what timing repair did:
action / 4_1_cts / 5_1_grt
resized: 121 / 0
hold endpoints to repair: 28 / 0
hold buffers: 28 / 0
endpoints found under the setup margin: 40 / 40
setup buffers: 0 / 0
cells in the mapped netlist:
library cell    n  area share, %
buf_4          40            1.3
dfrtp_1       920             99
inv_1           1          0.016
stage by stage:
stage | instance area, um^2 | util (%) | setup WS, ns | total power (uW)
final | 28900 | 37.8 | -0.332 | 73200
after global routing | 28900 | 37.8 | -0.391 | 76400
after CTS | 28900 | 37.8 | -0.394 | 74600
after detailed placement | 25900 | 33.9 | -0.293 | 41600
after global placement | 25900 | 33.9 | -0.301 | 41500
after floorplan | 23300 | - | -11.86 | 40700
per-layer routing:
metal	part of all wire, %	vias up
met3	6.3	63
met4	3.7	0
met1	45	4073
li1	-	3393
met2	45	144
met5	0	-
kinds of logic after synthesis:
family | count (synthesis) | share of synthesized area, %
buffers and inverters | 41 | 1.30
DFF | 920 | 98.7
worst min-delay path by stage:
stage	cells past startpoint	endpoint	start	slack, ns
4_1_cts	1	hr_15[0]	data_in[15]	0.002
6_report	1	hr_15[0]	data_in[15]	0.05
5_1_grt	1	hr_15[0]	data_in[15]	0.03
final cells by class:
cell class            count  share of cell area, %
Sequential cell         920                   79.6
Clock buffer            128                   8.83
Timing Repair Buffer    171                   5.77
Tap cell               1030                   4.46
Clock inverter           29                   1.30
Inverter                  1                 0.0260
Power figures rest on the tool's default switching activity, not on a simulated workload.
