[./run.sh]
#!/bin/bash
# OpenROAD 26Q1-2900-gdf79404cd8, Yosys 0.63+post, stock flow scripts
make -C /OpenROAD-flow-scripts/flow DESIGN_CONFIG=/design/flow/config.mk WORK_HOME=/design/flow/orfs finish
[./config.mk]
export PLATFORM = sky130hd
export DESIGN_NAME = max_pool
export DESIGN_NICKNAME = max_pool
export VERILOG_FILES = /design/flow/design.v
export SDC_FILE = /design/flow/constraint.sdc
export NUM_CORES = 4
export LEC_CHECK = 1
export CORE_UTILIZATION = 30
[./constraint.sdc]
current_design max_pool

set clk_period 2.6
set clk_io_pct 0.2

create_clock -name clk0 -period $clk_period [get_ports {clk}]

set non_clock_inputs [all_inputs -no_clocks]
set_input_delay [expr $clk_period * $clk_io_pct] -clock clk0 $non_clock_inputs
set_output_delay [expr $clk_period * $clk_io_pct] -clock clk0 [all_outputs]
[./design.v]
module max(
    input signed [IP:0] in0,
    input signed [IP:0] in1,
    output signed [IP:0] out
);
parameter IP = 8;
assign out = in0 < in1 ? in1 : in0;
endmodule
module max_pool(
  input clk,
  input reset,
  input signed [PP:0] pxl_in,
  output signed [PP:0] pool_out,
  output valid
);
	parameter DIM = 28;	 
	parameter K = 2; 	 
  parameter STRIDE = 2;
  parameter PP = 8;
  wire signed [PP:0] wire_00; wire signed [PP:0] wire_01;
  wire signed [PP:0] wire_10; wire signed [PP:0] wire_11;
  wire signed [PP:0] reg_00; wire signed [PP:0] reg_01;
  wire signed [PP:0] reg_10; wire signed [PP:0] reg_11;
  wire signed [PP:0] sr_0;
  max #(PP) max_00(pxl_in, 9'h000, wire_00);
	register #(PP) r_00(~clk, reset, wire_00, reg_00);
	max #(PP) max_01(pxl_in, reg_00, wire_01);
	register #(PP) r_01(~clk, reset, wire_01, reg_01);
	shift_9 #(
    .IMAGE_WIDTH(DIM),
    .KERNEL_WIDTH(K)
  ) row_0(~clk, reset, reg_01, sr_0);
  max #(PP) max_10(pxl_in, sr_0, wire_10);
	register #(PP) r_10(~clk, reset, wire_10, reg_10);
	max #(PP) max_11(pxl_in, reg_10, wire_11);
	register #(PP) r_11(~clk, reset, wire_11, reg_11);
  assign pool_out = reg_11;
  reg signed [5:0] row = -1;
  reg signed [5:0] col = 0;
	always @(posedge clk) begin
    if (row < DIM) begin
      row <= row + 1;
    end else begin
      row <= 0;
      col <= col < DIM-1 ? col + 1 : 0;
    end
  end
  assign valid = (row >= K-1) && (col >= K-1) && (~row[0]) && (col[0]);
endmodule
module register(
  clk, reset, D, Q
);
parameter W = 16;
input clk;
input reset;
input signed [W:0] D;
output signed [W:0] Q;
reg signed [W:0] Q;
  always @ (posedge clk or posedge reset) begin
    if (reset)
      Q = 0;
    else
      Q = D;
  end
endmodule
module shift_9
(
  input clk,
  input reset,
  input signed [8:0] data_in,
  output signed [8:0] data_out
);
parameter IMAGE_WIDTH = 28;
parameter KERNEL_WIDTH = 5;
parameter D = IMAGE_WIDTH - KERNEL_WIDTH;
reg [D-1:0] hr_0; reg [D-1:0] hr_1; reg [D-1:0] hr_2; reg [D-1:0] hr_3;
reg [D-1:0] hr_4; reg [D-1:0] hr_5; reg [D-1:0] hr_6; reg [D-1:0] hr_7;
reg [D-1:0] hr_8;
always @ (posedge clk or posedge reset) begin
  if (reset) begin
    hr_0 <= 0;
    hr_1 <= 0;
    hr_2 <= 0;
    hr_3 <= 0;
    hr_4 <= 0;
    hr_5 <= 0;
    hr_6 <= 0;
    hr_7 <= 0;
    hr_8 <= 0;
  end else begin
    hr_0 [D-1:0] <= {hr_0[D-2:0], data_in[0]};
    hr_1 [D-1:0] <= {hr_1[D-2:0], data_in[1]};
    hr_2 [D-1:0] <= {hr_2[D-2:0], data_in[2]};
    hr_3 [D-1:0] <= {hr_3[D-2:0], data_in[3]};
    hr_4 [D-1:0] <= {hr_4[D-2:0], data_in[4]};
    hr_5 [D-1:0] <= {hr_5[D-2:0], data_in[5]};
    hr_6 [D-1:0] <= {hr_6[D-2:0], data_in[6]};
    hr_7 [D-1:0] <= {hr_7[D-2:0], data_in[7]};
    hr_8 [D-1:0] <= {hr_8[D-2:0], data_in[8]};
  end
end
assign data_out[0] = hr_0[D-1]; assign data_out[1] = hr_1[D-1];
assign data_out[2] = hr_2[D-1]; assign data_out[3] = hr_3[D-1];
assign data_out[4] = hr_4[D-1]; assign data_out[5] = hr_5[D-1];
assign data_out[6] = hr_6[D-1]; assign data_out[7] = hr_7[D-1];
assign data_out[8] = hr_8[D-1];
endmodule
==> run notes <==
The layout was made with Yosys and OpenROAD.

The total cells reported by yosys after synthesis is 451. The global routing report lists combined usage of all routing layers as 9.07%. RePlAce ended its routability-driven mode at a weighted congestion of 0.838. The die boundary width is 169 um. From the final report, the count of setup violators was given as 35.

The number of enable-type register cells in the synthesized netlist is 6. Entering global routing, the biggest net connects 36 pins. Cells with a size suffix above 1 make up 30.2% of the layout. The worst relative slew slack is 49.5%. The top cell types in the final layout, fill and taps aside, are dfrtn_1 (269), inv_1 (30), buf_4 (30), clkbuf_16 (27), mux2_4 (21). By area the synthesized netlist is led by dfrtn_1 (81%), ha_1 (4.6%), mux2_2 (3.5%). The number of hold buffers added after cts is 0. The data arrival time of the critical path is 2.12 ns.

The clock tree root buffer cell is clkbuf_16. The number of placement rows is 60. Across the run, the number of max-cap violations was 0. The top cell type in the final layout, fill and taps aside, is dfrtn_1. The initial antenna violation count was 0.

Setup repair after global routing could not meet its margin everywhere. Hold-check failures listed in the final report amount to 0. The detailed router placed 3623 vias in this run.

The total overflow left after global routing is 0. After layout, the worst setup slack is -0.459 ns. The first TritonRoute pass finished after 4 iterations. The worst hold slack is 0.279 ns. The largest area contributor in the synthesized netlist is dfrtn_1. After the first detailed-routing iteration, the DRC count stood at 151. Per the placement log, port buffering inserted 20 buffers.

The number of global-route vias before repair is 3837. The synthesis-stage register bit count is 281. For this sky-water flow run, the detailed-routed wirelength per cell is reported as 12.5 um. The signed area change from the synthesized netlist to the final layout is 29.2%. The clock net in this run drives a total of 281 sinks. The maximum clock skew at final layout is 0.0165 ns.

TritonCTS built the clock tree. The utilization of the core after routing is 39.8%. The most used flip-flop cell after synthesis is dfrtn_1. CTS added clock buffers totalling 26. The synthesis area per yosys is 8350 um^2. The number of max-slew violations in the final report is 0. The maximum fanout encountered on the critical timing path is 5. The endpoint kind of the worst setup timing path is a flip-flop.

The post-detailed-route count of antenna-violating nets is 0. Per the summary, power density relative to cell area is 900 nW/um^2. Counting flops with an async set or reset pin after synthesis yields a share of 95.7%. The placeable core region is 27100 um^2. The critical path required time is 1.67 ns. The maximum resistive drop on vdd is 0.000536 V.

The clock passes through at most 3 buffers. The post-route non-filler standard cell count is 931. The clock transition at the registers of the reported paths is 0.05 ns.

The power report puts the leakage power at 5.02 nW. The latest clock arrival within the worst-skew pair is 0.53 ns. Per the detailed-route log, wirelength across all metal layers totals 11700 um. The pre-CTS setup check shows a worst slack of -1.66 ns.

After synthesis, the largest area contributor takes up 80.6% of total cell area. Per the CTS log, the maximum H-tree level is 1. The worst setup path is launched from a primary input. The mapped netlist covers 8350 um^2.

According to the hold report, the worst path is of the reg2reg type. Once placement completed, the tool counted placed cells totaling 881. The number of standard cells after synthesis is 451. Warnings raised by the tools during the run amount to 33. Detailed placement ended at an HPWL of 6990 um. The flow ran to the end, but the final reports show violations.

The unique cell type count in the Yosys netlist is 32. The vias per cell is 3.89. For this run, the register share of the synthesized area comes to 84.2%. The total antenna diodes in the routed design is 0. Per the OpenROAD floorplan log, the height of the die is 169 um.

The checks that failed: negative setup slack. For this run, the number of Yosys warnings is 3. The first global-routing pass estimated 19800 um of wire. The critical path class is in2reg. The chip occupies 28500 um^2. The transition time recorded at the tightest slew-check pin is 0.755 ns. The count of unresolved DRC violations after routing is 0. After synthesis, the mean cell area works out to 18.5 um^2. The share of the core area taken by cells at floorplan is 30.8%. According to the I/O placement log, the pin count is 21.
## final cells by class
| type | instances | area [um^2] |
|---|---|---|
| inverters | 31 | 120 |
| fillers | 2362 | 16300 |
| clock buffers | 35 | 766 |
| flip-flops and latches | 281 | 7030 |
| multi-input cells | 136 | 1560 |
| repair buffers | 67 | 679 |
| clock inverters | 9 | 153 |
| well taps | 372 | 465 |
## cell usage after synthesis (all sizes together), types with 2 or more instances
library cell and instances:
dfrtn 269, ha 31, inv 31, mux2 26
nor2b 11, nor2 9, o21ai 8, a21oi 7
nand3 7, dfxtp 6, edfxtp 6, a21o 4
nand2b 4, a211oi 3, a31oi 3, clkbuf 3
nand2 3, nand4 3, and3 2, nor4 2
xnor2 2, xor2 2
## kinds of logic (layout without fill, tap and decap cells)
group / after synthesis / in the layout / share of synthesized area (%)
AND-OR/OR-AND: 31 / 31 / 2.76
XOR/XNOR: 4 / 4 / 0.420
adder cells (fa/ha/maj): 31 / 31 / 4.65
buffers and inverters: 34 / 142 / 1.53
flip-flops: 281 / 281 / 84.2
multiplexers: 26 / 26 / 3.51
AND/OR/NAND/NOR: 44 / 44 / 2.89
## path summary, 6_finish.rpt
kind	startpoint	end	slack, ns	cells after the start
max	pxl_in[1]	r_10.Q[0]	-0.46	8
min	row_0.hr_7[22]	row_0.hr_7[23]	0.28	0
max reg2reg	row_0.hr_1[25]	r_10.Q[0]	0.46	8
min reg2reg	row_0.hr_7[22]	row_0.hr_7[23]	0.28	0
max in group asynchronous	reset	row_0.hr_0[7]	0.56	4
min in group asynchronous	reset	row_0.hr_4[6]	1.62	3
## flip-flops by register name (all words and copies together), names as in the netlist
register	flops
col	6
row_0.hr_3	26
r_11.Q	9
row_0.hr_2	26
row_0.hr_6	26
row_0.hr_4	26
row_0.hr_7	26
r_10.Q	9
r_01.Q	9
row	6
row_0.hr_5	26
row_0.hr_1	26
row_0.hr_8	26
r_00.Q	8
row_0.hr_0	26
## where the power goes
group / leakage, nW / internal [mW] / total (mW) / switching [mW]
combinational: 1.11 / 0.361 / 0.657 / 0.296
sequential: 3.45 / 4.92 / 5.08 / 0.156
clock: 0.455 / 2.45 / 3.96 / 1.51
total: 5.02 / 7.73 / 9.70 / 1.96
## critical path, stage by stage
cell and delay, ns:
buf_12 0.11, ha_4 0.23, o21ai_2 0.11, a21oi_1 0.05, or4_4 0.43, a22oi_4 0.20
buf_6 0.16, mux2_4 0.30
## metrics by stage
stage                     setup TNS (ns)  total power, mW  cell area (um^2)
after floorplan                  -725.65             5.45              8580
after global placement            -45.21             5.74              9680
after detailed placement          -46.29             5.75              9680
after CTS                         -12.29             9.85             10700
after global routing              -13.64             10.1             10800
final                             -12.36             9.70             10800
## layer usage
layer | vias up | routed length (um) | track usage [%]
li1 | 1667 | - | -
met1 | 1870 | 5870 | 15.0
met2 | 61 | 4660 | 12.0
met3 | 25 | 752 | 2.69
met4 | 0 | 402 | 2.69
met5 | - | 0 | 0
## repair_timing
action	4_1_cts	5_1_grt
endpoints found under the hold margin	0	0
gates resized	104	7
buffers inserted	3	3
pin swaps	16	8
setup endpoints to repair	37	36
Power figures rest on the tool's default switching activity, not on a simulated workload.
