==> ./design.v <==
module shift_17
(
  input clk,
  input reset,
  input signed [16:0] data_in,
  output signed [16:0] data_out
);
parameter IMAGE_WIDTH = 28;
parameter KERNEL_WIDTH = 5;
parameter D = IMAGE_WIDTH - KERNEL_WIDTH;
reg [D-1:0] hr_0; reg [D-1:0] hr_1; reg [D-1:0] hr_2; reg [D-1:0] hr_3;
reg [D-1:0] hr_4; reg [D-1:0] hr_5; reg [D-1:0] hr_6; reg [D-1:0] hr_7;
reg [D-1:0] hr_8; reg [D-1:0] hr_9; reg [D-1:0] hr_10; reg [D-1:0] hr_11;
reg [D-1:0] hr_12; reg [D-1:0] hr_13; reg [D-1:0] hr_14; reg [D-1:0] hr_15;
reg [D-1:0] hr_16;
always @ (posedge clk or posedge reset) begin
  if (reset) begin
    hr_0 <= 0;
    hr_1 <= 0;
    hr_2 <= 0;
    hr_3 <= 0;
    hr_4 <= 0;
    hr_5 <= 0;
    hr_6 <= 0;
    hr_7 <= 0;
    hr_8 <= 0;
    hr_9 <= 0;
    hr_10 <= 0;
    hr_11 <= 0;
    hr_12 <= 0;
    hr_13 <= 0;
    hr_14 <= 0;
    hr_15 <= 0;
    hr_16 <= 0;
  end else begin
    hr_0 [D-1:0] <= {hr_0[D-2:0], data_in[0]};
    hr_1 [D-1:0] <= {hr_1[D-2:0], data_in[1]};
    hr_2 [D-1:0] <= {hr_2[D-2:0], data_in[2]};
    hr_3 [D-1:0] <= {hr_3[D-2:0], data_in[3]};
    hr_4 [D-1:0] <= {hr_4[D-2:0], data_in[4]};
    hr_5 [D-1:0] <= {hr_5[D-2:0], data_in[5]};
    hr_6 [D-1:0] <= {hr_6[D-2:0], data_in[6]};
    hr_7 [D-1:0] <= {hr_7[D-2:0], data_in[7]};
    hr_8 [D-1:0] <= {hr_8[D-2:0], data_in[8]};
    hr_9 [D-1:0] <= {hr_9[D-2:0], data_in[9]};
    hr_10 [D-1:0] <= {hr_10[D-2:0], data_in[10]};
    hr_11 [D-1:0] <= {hr_11[D-2:0], data_in[11]};
    hr_12 [D-1:0] <= {hr_12[D-2:0], data_in[12]};
    hr_13 [D-1:0] <= {hr_13[D-2:0], data_in[13]};
    hr_14 [D-1:0] <= {hr_14[D-2:0], data_in[14]};
    hr_15 [D-1:0] <= {hr_15[D-2:0], data_in[15]};
    hr_16 [D-1:0] <= {hr_16[D-2:0], data_in[16]};
  end
end
assign data_out[0] = hr_0[D-1]; assign data_out[1] = hr_1[D-1];
assign data_out[2] = hr_2[D-1]; assign data_out[3] = hr_3[D-1];
assign data_out[4] = hr_4[D-1]; assign data_out[5] = hr_5[D-1];
assign data_out[6] = hr_6[D-1]; assign data_out[7] = hr_7[D-1];
assign data_out[8] = hr_8[D-1]; assign data_out[9] = hr_9[D-1];
assign data_out[10] = hr_10[D-1]; assign data_out[11] = hr_11[D-1];
assign data_out[12] = hr_12[D-1]; assign data_out[13] = hr_13[D-1];
assign data_out[14] = hr_14[D-1]; assign data_out[15] = hr_15[D-1];
assign data_out[16] = hr_16[D-1];
endmodule
==> ./run.sh <==
#!/bin/bash
# OpenROAD 26Q1-2900-gdf79404cd8, Yosys 0.63+post, stock flow scripts
make -C /OpenROAD-flow-scripts/flow DESIGN_CONFIG=/design/flow/config.mk WORK_HOME=/design/flow/orfs finish
==> ./config.mk <==
export PLATFORM = sky130hd
export DESIGN_NAME = shift_17
export DESIGN_NICKNAME = shift_17
export VERILOG_FILES = /design/flow/design.v
export SDC_FILE = /design/flow/constraint.sdc
export NUM_CORES = 4
export LEC_CHECK = 1
export CORE_UTILIZATION = 40
==> ./constraint.sdc <==
current_design shift_17

set clk_period 1.0
set clk_io_pct 0.2

create_clock -name clk0 -period $clk_period [get_ports {clk}]

set non_clock_inputs [all_inputs -no_clocks]
set_input_delay [expr $clk_period * $clk_io_pct] -clock clk0 $non_clock_inputs
set_output_delay [expr $clk_period * $clk_io_pct] -clock clk0 [all_outputs]
==> results.yml <==
# generated from flow reports
outcome:
  status: "complete, but fails checks"
  violations: "negative setup slack"
worst_setup_path:
  endpoint_kind: "output pin"
  arrival_ns: 0.99
  start_kind: "flip-flop"
  cp_slowest_stage_delay_ns: 0.38
  cp.required_ns: 0.80
  critPathMaxFanout: 1
  path_buffers: 1
  cp_slowest_cell: "dfrtp_1"
  crit_family: "flip-flops"
  crit_chain: "buf_2"
  criticalPathCategory: "reg2out"
drt:
  ant_nets: 0
  drt-total-wl_um: 9580
  antenna_cells_inserted: 0
  avgViaCountPerCell: 3.93
  wl_per_cell_um: 11.4
  firstDrtPassIters: 2
  drc: 0
  via_count: 3307
  first_iter_violations: 98
synthesis:
  synth-seq-cells: 391
  yosysUniqueCellTypes: 3
  ys_warn_count: 1
  ys_cells: 409
  synth_area_mm2: 0.00992
  synth.avg_cell_area_um2: 24.2
  ys_seq_share_pct: 98.7
  ys_area_mm2: 0.00992
  synthCells: 409
final_timing:
  slew_headroom_pct: 84.8
  min_period_ns: 1.19
  worst_slew_pin_slew_ns: 0.227
  whs_ns: 0.140
  hold_viol: 0
  slew_viol_final: 0
  rsz0062_at_grt: "yes"
  fin_crit_sh_pct: 119
  fmax_mhz: 839
  clock_skew_ns: 0.00830
  setup_viol: 17
  setup_slack_ns: -0.192
cells_and_area:
  logic_area_um2: 0
  drive_gt1_share_pct: 20.1
  finish.instance_area_mm2: 0.0121
  num-multi-input-gates: 0
  area_delta_synth_final_pct: 21.8
placement:
  port-buffer-count: 35
  hpwl_um: 5000
  dpl-instance-area_mm2: 0.0109
  dp_slack_ns: -0.0726
  gp_congestion: 0.677
clock_tree:
  cts.clk_slew.worst_paths_ns: 0.06
  tritoncts: "yes"
  cts_max_path_buffers: 3
  clk_latency_ns: 0.49
  clkSinkCount: 391
  root_buffer: "clkbuf_16"
  cts_hold_buf: 0
  h-tree-depth: 2
  cts_buffers: 36
  postCtsSetupRepairBufs: 0
floorplanning:
  chipArea_mm2: 0.0254
  dieWidth_um: 159
  io_pins: 36
  die_h_um: 159
  fp-utilization_pct: 40.8
  fp.coreArea_mm2: 0.0243
  rows: 57
power_and_ir_drop:
  power.leakage_uw: 0.00550
  power_uw: 31100
  powerDensity_mw_per_mm2: 2570
  irDropWorstVdd_mv: 1.40
grt:
  grt_max_degree: 47
  grt-ovfl-total: 0
  antenna_found_initial: 0
  grt_pass1_vias: 3847
  grt_pass1_wl_um: 17900
  grt_usage_pct: 9.06
run:
  warnings: 28
  maxCapViolCount: 0
worst_hold_path:
  min_path_type: "in2reg"
[area by class of cell]
| type | count | area, um2 |
|---|---|---|
| sequential | 391 | 9780 |
| timing repair buffer | 66 | 648 |
| tap | 324 | 405 |
| fill | 1882 | 12200 |
| clock buffer | 49 | 1050 |
| inverter | 1 | 7.51 |
| clock inverter | 10 | 180 |
[synthesized netlist by cell type, drive strengths merged]
library cell	count	share of area [%]
buf	17	1.3
inv	1	0.038
dfrtp	391	99
[cells in the final DEF (no fill, tap or decap)]
cell,netlist,final
buf_12,0,12
buf_2,0,17
buf_4,17,19
bufinv_16,0,5
clkbuf_1,0,4
clkbuf_16,0,37
clkbuf_8,0,8
clkdlybuf4s50_1,0,18
clkinv_2,0,3
clkinvlp_4,0,3
dfrtp_1,391,391
[path summary, 6_finish.rpt]
kind / slack [ns] / cells past startpoint / from / to
hold / removal: 0.14 / 1 / data_in[1] / hr_1[0]
setup reg to reg: 0.50 / 0 / hr_14[6] / hr_14[7]
min in group asynchronous: 0.15 / 3 / reset / hr_14[13]
max in group asynchronous: 0.47 / 4 / reset / hr_9[3]
hold reg to reg: 0.34 / 0 / hr_2[18] / hr_2[19]
setup / recovery: -0.19 / 1 / hr_0[22] / data_out[0]
[per-stage QoR]
| stage | utilization [%] | instances | setup TNS [ns] |
|---|---|---|---|
| 2_1_floorplan | - | 409 | -1743.81 |
| 3_3_place_gp | 44.9 | 782 | -12.02 |
| 3_5_place_dp | 44.9 | 782 | -13.10 |
| 4_1_cts | 49.7 | 841 | -3.07 |
| 5_1_grt | 49.7 | 841 | -3.39 |
| 6_report | 49.7 | 841 | -2.54 |
[metal layers]
layer  vias to the layer above  GRT usage, %  part of all wire [%]
met5                         -             0                     0
met4                         0          3.45                   4.4
met3                        39          2.29                   5.2
met2                        76          12.6                    46
met1                      1771          15.1                    45
li1                       1421             -                     -
[cell families after synthesis]
logic type | after synthesis | synth area share (%)
DFF | 391 | 98.7
buffers and inverters | 18 | 1.32
[repair_timing]
item,in CTS,in global routing
pin swaps,0,0
endpoints found under the setup margin,17,17
resized,51,0
[where the power goes]
| part | total [uW] | internal (uW) | switching, uW |
|---|---|---|---|
| sequential | 16800 | 16600 | 202 |
| combinational | 544 | 226 | 318 |
| clock | 13700 | 8600 | 5110 |
| total | 31100 | 25400 | 5630 |
Power figures rest on the tool's default switching activity, not on a simulated workload.
