==> design.v <==
module shift
(
  input clk,
  input reset,
  input signed [16:0] data_in,
  output signed [16:0] data_out
);
parameter IMAGE_WIDTH = 28;
parameter KERNEL_WIDTH = 5;
parameter D = IMAGE_WIDTH - KERNEL_WIDTH;
reg [D-1:0] hr_0; reg [D-1:0] hr_1; reg [D-1:0] hr_2; reg [D-1:0] hr_3;
reg [D-1:0] hr_4; reg [D-1:0] hr_5; reg [D-1:0] hr_6; reg [D-1:0] hr_7;
reg [D-1:0] hr_8; reg [D-1:0] hr_9; reg [D-1:0] hr_10; reg [D-1:0] hr_11;
reg [D-1:0] hr_12; reg [D-1:0] hr_13; reg [D-1:0] hr_14; reg [D-1:0] hr_15;
reg [D-1:0] hr_16;
always @ (posedge clk or posedge reset) begin
  if (reset) begin
    hr_0 <= 0;
    hr_1 <= 0;
    hr_2 <= 0;
    hr_3 <= 0;
    hr_4 <= 0;
    hr_5 <= 0;
    hr_6 <= 0;
    hr_7 <= 0;
    hr_8 <= 0;
    hr_9 <= 0;
    hr_10 <= 0;
    hr_11 <= 0;
    hr_12 <= 0;
    hr_13 <= 0;
    hr_14 <= 0;
    hr_15 <= 0;
    hr_16 <= 0;
  end else begin
    hr_0 [D-1:0] <= {hr_0[D-2:0], data_in[0]};
    hr_1 [D-1:0] <= {hr_1[D-2:0], data_in[1]};
    hr_2 [D-1:0] <= {hr_2[D-2:0], data_in[2]};
    hr_3 [D-1:0] <= {hr_3[D-2:0], data_in[3]};
    hr_4 [D-1:0] <= {hr_4[D-2:0], data_in[4]};
    hr_5 [D-1:0] <= {hr_5[D-2:0], data_in[5]};
    hr_6 [D-1:0] <= {hr_6[D-2:0], data_in[6]};
    hr_7 [D-1:0] <= {hr_7[D-2:0], data_in[7]};
    hr_8 [D-1:0] <= {hr_8[D-2:0], data_in[8]};
    hr_9 [D-1:0] <= {hr_9[D-2:0], data_in[9]};
    hr_10 [D-1:0] <= {hr_10[D-2:0], data_in[10]};
    hr_11 [D-1:0] <= {hr_11[D-2:0], data_in[11]};
    hr_12 [D-1:0] <= {hr_12[D-2:0], data_in[12]};
    hr_13 [D-1:0] <= {hr_13[D-2:0], data_in[13]};
    hr_14 [D-1:0] <= {hr_14[D-2:0], data_in[14]};
    hr_15 [D-1:0] <= {hr_15[D-2:0], data_in[15]};
    hr_16 [D-1:0] <= {hr_16[D-2:0], data_in[16]};
  end
end
assign data_out[0] = hr_0[D-1]; assign data_out[1] = hr_1[D-1];
assign data_out[2] = hr_2[D-1]; assign data_out[3] = hr_3[D-1];
assign data_out[4] = hr_4[D-1]; assign data_out[5] = hr_5[D-1];
assign data_out[6] = hr_6[D-1]; assign data_out[7] = hr_7[D-1];
assign data_out[8] = hr_8[D-1]; assign data_out[9] = hr_9[D-1];
assign data_out[10] = hr_10[D-1]; assign data_out[11] = hr_11[D-1];
assign data_out[12] = hr_12[D-1]; assign data_out[13] = hr_13[D-1];
assign data_out[14] = hr_14[D-1]; assign data_out[15] = hr_15[D-1];
assign data_out[16] = hr_16[D-1];
endmodule
==> run.sh <==
#!/bin/bash
# OpenROAD 26Q1-2900-gdf79404cd8, Yosys 0.63+post, stock flow scripts
make -C /OpenROAD-flow-scripts/flow DESIGN_CONFIG=/design/flow/config.mk WORK_HOME=/design/flow/orfs finish
==> config.mk <==
export PLATFORM = sky130hd
export DESIGN_NAME = shift
export DESIGN_NICKNAME = shift
export VERILOG_FILES = /design/flow/design.v
export SDC_FILE = /design/flow/constraint.sdc
export NUM_CORES = 4
export LEC_CHECK = 1
export CORE_UTILIZATION = 40
==> constraint.sdc <==
current_design shift

set clk_period 1.0
set clk_io_pct 0.2

create_clock -name clk0 -period $clk_period [get_ports {clk}]

set non_clock_inputs [all_inputs -no_clocks]
set_input_delay [expr $clk_period * $clk_io_pct] -clock clk0 $non_clock_inputs
set_output_delay [expr $clk_period * $clk_io_pct] -clock clk0 [all_outputs]
==> run summary <==
Status = finished with violations
Failing checks = negative setup slack
MUX share of area = 0%
Synth Register Bits = 391
Critical path launch point = hr_0[22]
Fmax = 839 MHz
Max-slew violation count = 0
RR Startpoint = hr_14[6]
First-pass GRT wire length = 17,900 um
Root Buffer = clkbuf_16
Mapped Cells = 409
Antenna cells = 0
Ao+oa area frac = 0%
Final setup margin = -0.192 ns
Pint = 0.0254 W
Multi-In Gates = 0
Place WS = -0.0726 ns
Crit Path Class = register to primary output
Setup TNS = -2.54 ns
Drt wl/cell = 11.4 um
# IOs = 36
Final min period = 1.19 ns
Setup crit end = data_out[0]
FF-to-FF End = hr_14[7]
Slowest-stage cell, CP = dfrtp_1
Placer Congestion = 0.677
Post-route antenna net violation count = 0
Pleak = 5.50 nW
Gr busiest metal = met1
DRC errors left = 0
Sink Count = 391
DR pass1 iterations = 2
Fillers = 1,882
CP Capture Type = primary output
Number of OpenROAD warnings = 28
Initial drt markers = 98
Max incr delay on CP = 0.38 ns
XORs/XNORs by Area = 0%
Antenna violations before repair = 0
Crit path depth = 1
Clock skew = 0.00830 ns
Via count = 3,307
Area leader share = 98.7%
Largest net degree at the start of global routing = 47
Crit path cell chain = buf_2
Late-Pin Clk Latency = 0.49 ns
Worst min-delay path category = primary input to register
Number of I/O port buffers = 35
Core region area = 24,300 um^2
Die Span X = 159 um
Worst-path clk slew = 0.06 ns
Top logic family = buffers and inverters
Post-Syn Area per Cell = 24.2 um^2
Setup slack, reg-to-reg = 0.50 ns
Synth warn = 1
Final hold violations = 0
Sw Ratio = 18.1%
CP max FO = 1
Met1 Use GR = 15.1%
# hold bufs at CTS = 0
Detailed Route WL = 9580 um
Met3 usage = 2.29%
Chip area = 25,400 um^2
Slew @ Worst Pin = 0.227 ns
GR Layer Usage met2 = 12.6%
Yosys simple share = 0%
Row Count = 57
Clock power share = 44.1%
Headroom to the max-slew limit = 84.8%
Buffers and inverters on the worst path = 1
Gr ovfl total = 0
Final setup violation count = 17
Synth Cell Area = 9920 um^2
Unrepaired setup endpoints after global routing = true
Main area contributors = dfrtp_1 99%, buf_4 1.3%, inv_1 0.038%
Total power = 0.0311 W
Clock buffer depth = 3
Avg Vias per Cell = 3.93
Worst-case vdd ir drop = 1400 uV
Post CTS Setup Buffer Count = 0
MaxCap Viol Count = 0
Yosys stat area = 9920 um^2
Post-layout period usage = 119%
Area grow syn2layout = 21.8%
Layout cell share with drive strength beyond 1 = 20.1%
Crit path max-delay family = flip-flops
Worst reg-to-reg path cell count = 0
Chip Height = 159 um
CTS H-tree lvls = 2
Synth Seq Share = 98.7%
Crit path arrival time = 0.99 ns
DPL Wire Length = 5000 um
Adder Area Share = 0%
MI comb area = 0 um^2
Cts bufs inserted = 36
CTS tree = built
Flop pwr share = 54.1%
Cell Type Count = 3
Yosys cell count = 409
GRT Overall Usage = 9.06%
FP Util = 40.8%
Largest area contributor in the netlist = dfrtp_1
Pwr per Cell Area = 2570 nW/um^2
Comb pwr share = 1.8%
Vias in the first global route = 3,847
P_sw = 0.00563 W
Worst EP required = 0.80 ns
CP Launch Type = register
[layout by cell type (no fill, tap or decap)]
| master | instances |
|---|---|
| clkinv_2 | 3 |
| clkbuf_1 | 4 |
| buf_12 | 12 |
| bufinv_16 | 5 |
| clkinvlp_4 | 3 |
| buf_2 | 17 |
| clkbuf_8 | 8 |
| clkbuf_16 | 37 |
| dfrtp_1 | 391 |
| clkdlybuf4s50_1 | 18 |
| buf_4 | 19 |
[registers in the layout, indices dropped and copies added, names as in the netlist]
register  cells
hr_0         23
hr_1         23
hr_10        23
hr_11        23
hr_12        23
hr_13        23
hr_14        23
hr_15        23
hr_16        23
hr_2         23
hr_3         23
hr_4         23
hr_5         23
hr_6         23
hr_7         23
hr_8         23
hr_9         23
[how the worst min path moves through the flow]
| stage | startpoint | endpoint | slack [ns] | cells past startpoint |
|---|---|---|---|---|
| 4_1_cts | data_in[1] | hr_1[0] | 0.11 | 1 |
| 5_1_grt | data_in[11] | hr_11[0] | 0.12 | 1 |
| 6_report | data_in[1] | hr_1[0] | 0.14 | 1 |
[Yosys cell counts (all sizes together)]
| cell type | number |
|---|---|
| buf | 17 |
| dfrtp | 391 |
| inv | 1 |
[area by class of cell]
type | instances | area [um^2] | share of cell area, %
well taps | 324 | 405 | 3.36
clock buffers | 49 | 1050 | 8.70
repair buffers | 66 | 648 | 5.37
inverters | 1 | 7.51 | 0.0622
clock inverters | 10 | 180 | 1.49
flip-flops and latches | 391 | 9780 | 81.0
[logic make-up after synthesis]
kind of cell / Yosys count
flops: 391
buf+inv: 18
[metrics by stage]
| step | hold slack, ns | instances | area, um^2 | util (%) |
|---|---|---|---|---|
| 3_5_place_dp | 0.335 | 782 | 10900 | 44.9 |
| 2_1_floorplan | 0.231 | 409 | 9920 | - |
| 5_1_grt | 0.119 | 841 | 12100 | 49.7 |
| 6_report | 0.140 | 841 | 12100 | 49.7 |
| 4_1_cts | 0.112 | 841 | 12100 | 49.7 |
| 3_3_place_gp | 0.331 | 782 | 10900 | 44.9 |
[routing by layer]
metal  share of wire [%]  vias to the layer above
li1                    -                     1421
met1                  45                     1771
met2                  46                       76
met3                 5.2                       39
met4                 4.4                        0
met5                   0                        -
[power groups by stage]
stage | combinational, W | sequential, W | clock (W)
CTS | 0.000575 | 0.0168 | 0.0142
global route | 0.000633 | 0.0169 | 0.0149
finish | 0.000544 | 0.0168 | 0.0137
[repair_timing]
item,in CTS,in global routing
hold endpoints to repair,0,0
gates resized,51,0
endpoints found under the setup margin,17,17
Power figures rest on the tool's default switching activity, not on a simulated workload.
